<file path="/design/flow/config.mk">
export PLATFORM = sky130hd
export DESIGN_NAME = traffic_light
export DESIGN_NICKNAME = traffic_light
export VERILOG_FILES = /design/flow/design.v
export SDC_FILE = /design/flow/constraint.sdc
export NUM_CORES = 4
export LEC_CHECK = 1
export CORE_AREA = 10 10 70 70
export DIE_AREA = 0 0 80 80
</file>
<file path="/design/flow/constraint.sdc">
current_design traffic_light

set clk_period 1.6
set clk_io_pct 0.2

create_clock -name clk0 -period $clk_period [get_ports {clk}]

set non_clock_inputs [all_inputs -no_clocks]
set_input_delay [expr $clk_period * $clk_io_pct] -clock clk0 $non_clock_inputs
set_output_delay [expr $clk_period * $clk_io_pct] -clock clk0 [all_outputs]
</file>
<file path="/design/flow/design.v">
module traffic_light(state,count,clk,rst);
input clk,rst;
output reg[3:0]count;
output reg[2:0]state;
parameter [2:0] north_G= 3'b000,north_Y=3'b001,  
                east_G=3'b010,east_Y=3'b011,
                south_G =3'b100,south_Y=3'b101,
                west_G=3'b110 ,west_Y=3'b111;
always @(posedge clk or posedge rst) begin 
    if (rst) begin
        state <= north_G;
        count <= 4'b0000;
    end 
    else begin 
        case(state)
            north_G: begin
                if(count == 4'b1111) begin
                    count <= 4'b0000;
                    state <= north_Y;
                end else begin
                    count <= count + 1;
                    state <= north_G;
                end
            end
            north_Y: begin
                if(count == 4'b0100) begin
                    count <= 4'b0000;
                    state <= east_G;
                end else begin
                    count <= count + 1;
                    state <= north_Y;
                end
            end
            east_G: begin
                if(count == 4'b1111) begin
                    count <= 4'b0000;
                    state <= east_Y;
                end else begin
                    count <= count + 1;
                    state <= east_G;
                end
            end 
            east_Y: begin
                if(count == 4'b0100) begin
                    count <= 4'b0000;
                    state <=south_G ;
                end else begin
                    count <= count + 1;
                    state <= east_Y;
                end
            end
            south_G: begin
                if(count == 4'b1111) begin
                    count <= 4'b0000;
                    state <= south_Y;
                end else begin
                    count <= count + 1;
                    state <= south_G;
                end
            end
            south_Y: begin
                if(count == 4'b0100) begin
                    count <= 4'b0000;
                    state <=west_G ;
                end else begin
                    count <= count + 1;
                    state <= south_Y;
                end
            end
            west_G: begin
                if(count == 4'b1111) begin
                    count <= 4'b0000;
                    state <= west_Y;
                end else begin
                    count <= count + 1;
                    state <= west_G;
                end
            end
            west_Y: begin
                if(count == 4'b0100) begin
                    count <= 4'b0000;
                    state <=north_G ;
                end else begin
                    count <= count + 1;
                    state <= west_Y;
                end
            end
            default: state <= north_G; 
        endcase
    end
end
endmodule
</file>
<file path="/design/flow/run.sh">
#!/bin/bash
# OpenROAD 26Q1-2900-gdf79404cd8, Yosys 0.63+post, stock flow scripts
make -C /OpenROAD-flow-scripts/flow DESIGN_CONFIG=/design/flow/config.mk WORK_HOME=/design/flow/orfs finish
</file>
==> results.txt <==
Status of the implementation.

- The residual antenna-violating net count after detailed routing is 0, for reference.
- The post-route report lists met1 wire length as about 290 microns.
- The floorplan has 21 rows.
- The total via count in the routed design is between 200 and 300, for reference.
- Counting distinct cell types in the post-synthesis netlist gives 16.
- For this design, the slowest cell found on the critical path is sky130_fd_sc_hd__clkdlybuf4s50_1.
- For reference, the top cells by area after synthesis are sky130_fd_sc_hd__dfrtp_1 53%, sky130_fd_sc_hd__ha_1 7.5%, sky130_fd_sc_hd__xnor2_1 5.3%.
- The post-detailed-placement half-perimeter wirelength is 554 microns, for reference.
- The reg-to-reg endpoint is count[0]$_DFF_PP0_, for reference.
- The launching element type of the critical path is a register, for reference.
- The die boundary height is 80 microns, for reference.
- The maximum number of buffers from clock root to sink is 2, for reference.
- Max-slew check failures listed in the final report amount to 0.
- Per the synthesis report, the dominant area consumer among library cells is sky130_fd_sc_hd__dfrtp_1.
- The post-synth register bit count is 7.
- The biggest fanout along the worst timing path is 8, for reference.
- The sum of routed wire length over all layers is between 700 and 800 microns, for reference.
- The core footprint is around 3400 sq um, for reference.
- The worst path buffer plus inverter count is 1, for reference.
- The total clock sinks is 7, for reference.
- The fmax is between 600 and 700 MHz, for reference.
- The clock skew after layout is 0.00118 ns, for reference.
- STA shows the worst reg2reg path with a cell count of 5.
- Counting the warning lines in the Yosys log gives 1.
- After synthesis, the chip area reported by Yosys is ~330 sq um.
- CTS built an H-tree with a depth of 1.
- The post-route netlist has ~11% of its cells at a drive strength greater than 1.
- At the worst endpoint, the arrival time is 1.19 ns.
- The floorplan step defined a die boundary enclosing between 6000 and 7000 sq um.
- The analysis reports a worst IR drop on VDD of between 0.3 and 0.4 mV.
- Overall power consumption after layout is estimated at roughly 0.34 mW.
- The slack of the worst reg-to-reg path is 0.40 ns, for reference.
- 9 I/O pins were placed.
- The number of antenna violations at the first check in global routing is 0, for reference.
- The sequential element share of the synthesized area is 52.8%, for reference.
- The critical path class is reg -> out, for reference.
- Once iteration 0 of detailed routing completed, the report listed 6 DRC markers.
- The TritonCTS clock tree is done, for reference.
- The instance area after placement is ~470 sq um, for reference.
- Wire segments on met3 add up to about 92 microns in the final route.
- The longest incremental delay of any stage on the critical path is reported as 0.51 ns.
- The pin count of the biggest net entering global routing is 9, for reference.
- The global route stage reports its total congestion overflow as 0.
- The number of warning messages in the logs is 26, for reference.
- In the global route stage, overall resource usage came out at between 2 and 3%.
- The number of cells in the yosys synthesis report is 32, for reference.
- The wire length of the first global-routing pass is 1.34 mm, for reference.
- The final report lists a non-filler cell total of about 90.
- The number of search-and-repair iterations in the first detailed-routing pass is 3, for reference.
- In the final report, the number of hold violations comes to 0.
- After clock tree synthesis, the clock-pin slew on the worst setup and hold paths is approximately 0.050 ns.
- Across all checked pins, the minimum headroom to the slew limit is between 80% and 90%.
- The antenna cell count is 0, for reference.
- The post-synthesis instance area is 332 sq um, for reference.
- The count of max-cap constraint violations is 0, for reference.
- At the end of routability-driven placement, the weighted congestion stood at between 0.7 and 0.8.
- The family of cells with the greatest summed delay on the critical path is buffers and inverters, for reference.
- The leakage power in the latest report is about 0.18 nW.
- The report lists the power per cell area as 682 nW/um^2.
- The transition time recorded at the tightest slew-check pin is 0.251 ns.
- The total non-filler cell area in the finished layout is a little under 500 sq um, for reference.
- The wire length per cell after detailed routing is about 8 microns, for reference.
- Compared with the post-synthesis result, the final layout area differs by 49.8%.
- The die boundary width is 80 microns, for reference.
- The later pin in the worst-skew pair is clocked with a latency of 0.24 ns.
- The critical path endpoint has a required time of 1.28 ns.
- The final cycle utilization of the critical path is roughly 95%, for reference.
- The reg-to-reg critical path startpoint is count[0]$_DFF_PP0_, for reference.
- The share of synthesized area in the top cell type comes to between 50% and 60%.
- The post-detailed-route via-to-cell ratio is roughly 2.9, for reference.
- After routing, the total negative slack on setup checks comes to 0 ns.
- The flow ran to the end, and the final reports show no timing, DRC or antenna violations.
- CTS added clock buffers totalling 3.
- The share of the core area taken by cells at floorplan is 9.71%.
- Setup repair after global routing left no endpoint under its margin.
- In this run the top signal layer used is met4.
- The kind of end point of the critical path is an output port, for reference.
- The clock period minus worst slack is around 1.5 ns, for reference.
- The final setup violation count is 0, for reference.
- In this run the critical path is formed by clkdlybuf4s50_1.
- In this run the post-CTS setup repair buffer count came out at 0.
- The most critical min-delay path falls under in -> async.
- The met2 wire length is 328 microns, for reference.
- The number of global-route vias before repair is roughly 300, for reference.
- Including well taps, the total number of placed cells is 86.
- In this run the mean area of a mapped cell was roughly 10 sq um.
- The core utilization of the finished layout is 14.5%, for reference.
- The DRC violations left is 0, for reference.
- Synthesis handed over a netlist of 32 instances.
- After filler insertion, the fill cell instance count of the layout stands at 402.
- Clock tree synthesis selected as its root buffer the cell sky130_fd_sc_hd__clkbuf_4.
- The count of input and output buffers is 8, for reference.
==> metrics by stage <==
step | setup WS (ns) | hold slack, ns
floorplan | 0.533 | 0.123
global placement | 0.318 | 0.465
detailed placement | 0.297 | 0.479
CTS | 0.0334 | 0.301
global route | 0.0119 | 0.305
finish | 0.0865 | 0.293
==> logic make-up (layout without fill, tap and decap cells) <==
| kind of cell | after synthesis | count (layout) | share of synthesized area [%] |
|---|---|---|---|
| compound gates | 8 | 8 | 14.3 |
| xor+xnor | 2 | 2 | 5.28 |
| fa+ha+maj | 2 | 2 | 7.55 |
| buf+inv | 4 | 16 | 4.53 |
| flops | 7 | 7 | 52.8 |
| simple gates | 9 | 9 | 15.5 |
==> sequential cells by signal, summed over array words and instances (netlist names) <==
signal and cells:
count 4, state 3
==> layout make-up <==
type                            count  area, sq um  share of cell area, %
Timing Repair Buffer                8         80.1                   16.1
Inverter                            4         15.0                   3.02
Sequential cell                     7          176                   35.5
Tap cell                           46         57.6                   11.6
Multi-Input combinational cell     21          141                   28.5
Clock buffer                        4         26.3                   5.29
==> report_power, final <==
part | total, mW | internal [mW] | switching [mW] | leakage [nW]
registers | 0.177 | 0.177 | 0 | 0.0811
logic | 0.00557 | 0.00227 | 0.00330 | 0.0855
clock network | 0.156 | 0.0949 | 0.0611 | 0.0150
total | 0.339 | 0.274 | 0.0644 | 0.182
==> how the worst max path moves through the flow <==
stage,start,cells past startpoint,slack [ns],endpoint
final,count[2]$_DFF_PP0_,1,0.09,count[2]
after global routing,count[2]$_DFF_PP0_,1,0.01,count[2]
after CTS,state[0]$_DFF_PP0_,1,0.03,state[0]
==> Yosys cell counts (all sizes together) <==
library cell	n
nand3	1
nor2b	1
dfrtp	7
nand4	1
ha	2
and2b	1
a21oi	3
xnor2	2
inv	4
and2	1
nand3b	1
nand2	2
a32o	1
nor2	1
o211ai	1
o21ai	3
==> cell usage in the layout, fill, tap and decap left out, types with 2 or more instances in the layout <==
cell type | synthesis | final
sky130_fd_sc_hd__xnor2_1 | 2 | 2
sky130_fd_sc_hd__ha_1 | 2 | 2
sky130_fd_sc_hd__nand2_1 | 2 | 2
sky130_fd_sc_hd__a21oi_1 | 3 | 3
sky130_fd_sc_hd__dfrtp_1 | 7 | 6
sky130_fd_sc_hd__clkbuf_4 | 0 | 3
sky130_fd_sc_hd__inv_1 | 4 | 4
sky130_fd_sc_hd__clkdlybuf4s50_1 | 0 | 8
sky130_fd_sc_hd__o21ai_0 | 3 | 3
==> routing by layer <==
metal / vias to the layer above / track usage, %
met5: - / 0
met4: 0 / 0.704
met3: 2 / 1.70
met2: 6 / 3.61
met1: 118 / 2.96
li1: 133 / -
==> what timing repair did <==
| action | in CTS | in global routing |
|---|---|---|
| hold buffers | 0 | 0 |
| endpoints found under the setup margin | 0 | 1 |
| gates resized | 0 | 1 |
Power and IR drop assume default switching activity.
